## run.sh

```bash
#!/bin/bash
# OpenROAD 26Q1-2900-gdf79404cd8, Yosys 0.63+post, stock flow scripts
make -C /OpenROAD-flow-scripts/flow DESIGN_CONFIG=/design/flow/config.mk WORK_HOME=/design/flow/orfs finish
```

## constraint.sdc

```tcl
current_design register_file

set clk_period 4.4
set clk_io_pct 0.2

create_clock -name clk0 -period $clk_period [get_ports {clk}]

set non_clock_inputs [all_inputs -no_clocks]
set_input_delay [expr $clk_period * $clk_io_pct] -clock clk0 $non_clock_inputs
set_output_delay [expr $clk_period * $clk_io_pct] -clock clk0 [all_outputs]
```

## design.v

```verilog
`timescale 1ns / 1ps
module register_file (rs1,rs2,ws,wd,rd1,rd2,we,clk);
input [2:0]rs1,rs2,ws;
input [15:0] wd;
input clk,we;
output [15:0] rd1,rd2;
reg [15:0] reg_array [7:0];
integer i;
initial begin
for(i = 0; i < 8; i = i + 1)
	reg_array[i] <= 16'd0;
end
always @(posedge clk)begin
	if(we)begin
		reg_array[ws] <= wd;
	end
end
assign rd1 = reg_array[rs1];
assign rd2 = reg_array[rs2];
endmodule
```

## config.mk

```make
export PLATFORM = sky130hd
export DESIGN_NAME = register_file
export DESIGN_NICKNAME = register_file
export VERILOG_FILES = /design/flow/design.v
export SDC_FILE = /design/flow/constraint.sdc
export NUM_CORES = 4
export LEC_CHECK = 1
export CORE_UTILIZATION = 40
```

==> job_summary.md <==
## PnR job results

| Metric | Value |
|---|---|
| Run status | `finished, final reports clean` |
| Gate count of the mapped netlist | `255` |
| Crit path kind | `primary input to primary output` |
| Die height | `124.9 um` |
| Total Power | `3.066 mW` |
| Worst path slowest cell | `clkdlybuf4s50_1` |
| PostCTS Resize Cnt | `0` |
| Synth cell types | `12` |
| Hold Crit Class | `primary input to flip-flop` |
| Filler instances | `1141` |
| DRC Markers | `0` |
| Leak | `2.557 nW` |
| Slew @ Worst Pin | `584.8 ps` |
| Final wirelength | `11.84 mm` |
| TritonCTS clock tree | `built` |
| Root Buffer | `clkbuf_16` |
| Port bufs | `58` |
| Register share after synthesis | `63.59%` |
| Yosys cell count | `255` |
| Pwr Density | `410.9 nW/um^2` |
| Bufs and invs on worst path | `3` |
| Register area | `3844 sq um` |
| Largest net degree at the start of global routing | `33` |
| Yosys stat chip area | `6045 sq um` |
| Slew Viols, Final | `0` |
| Crit-path max cell delay | `460 ps` |
| Final setup fails | `0` |
| Antenna diode count | `0` |
| Initial detailed-routing violation count | `148` |
| Largest Register | `reg_array` |
| YS warnings | `1` |
| Max VDD drop | `301.1 uV` |
| CP Launch Type | `primary input` |
| CP Cell Sequence | `clkdlybuf4s50_1, buf_4, mux4_1, mux2_2, clkdlybuf4s50_1` |
| CP delay by family, top | `buffers and inverters` |
| Core area | `14640 sq um` |
| Clock slew at reported path FFs | `50 ps` |
| Synth Cell Area | `6045 sq um` |
| Total grt overflow | `0` |
| Detailed Place HPWL | `6.719 mm` |
| Max Buffers Root-to-Sink | `2` |
| Registers, synthesis | `128` |
| Vias per cell | `5.714` |
| CP required | `3520 ps` |
| Via count | `3000` |
| First-pass GRT wire length | `17.88 mm` |
| Max-cap violations | `0` |
| Worst-path fanout max | `32` |
| CP arrival | `2840 ps` |
| Max reg flops | `128` |
| Achievable Freq | `268.5 MHz` |
| Largest regs | `reg_array: 128 flops` |
| RSZ-0062 raised after global routing | `no` |
| Most frequent cells in the layout | `edfxtp_1, mux4_1, clkdlybuf4s50_1` |
| Relative slew slack | `60.87%` |
| Post-Route Setup TNS | `0 ps` |
| Avg Cell Area, Syn | `23.70 sq um` |
| Die X | `124.9 um` |
| Vias in the first global route | `3249` |
| Antenna violations before repair | `0` |
| # rows | `44` |
| Clk sink count | `128` |
| ANT nets after route | `0` |
| Most Frequent Cell on Critical Path | `clkdlybuf4s50_1` |
| I/O pin count | `59` |
| Most numerous logic cell after layout | `edfxtp_1` |
| Final GP Congestion | `0.7743` |
| Num CTS Buffers | `17` |
| Clock H-tree levels | `4` |
| Crit end category | `primary output` |
| Total track usage | `17.46%` |
| Final worst-path cycle share | `84.64%` |
| WL per Instance | `22.54 um` |
| Final Hold Violation Tally | `0` |
| CTS Hold Bufs | `0` |
| Fin crit period | `3724 ps` |
| Pre-Place Util | `41.28%` |
| Proportion of layout cells with a drive suffix above 1 | `25.81%` |
| Syn-to-layout area delta | `23.43%` |
| Comb gate area | `2081 sq um` |
| Die area | `15610 sq um` |
| DR pass1 iterations | `20` |
| Tool warnings | `25` |
| Post-CTS setup buffer count | `0` |
==> power by group <==
part           internal (mW)  switching (mW)
Sequential              1.39          0.0127
Combinational          0.172           0.102
Clock                  0.931           0.463
Total                   2.49           0.578
==> cells in the mapped netlist <==
cell type | instances | area [sq um]
buf_1 | 6 | 22.52
buf_6 | 8 | 90.09
clkbuf_1 | 2 | 7.510
clkbuf_2 | 2 | 10.01
edfxtp_1 | 128 | 3844
mux2_2 | 32 | 360.4
mux4_1 | 56 | 1471
mux4_2 | 8 | 180.2
nand2_1 | 2 | 7.510
nand2b_1 | 3 | 18.77
nor2_1 | 6 | 22.52
nor3_1 | 2 | 10.01
==> cell type report <==
cell class	count	share of cell area (%)
clock buffers	17	5.702
clock inverters	14	2.314
multi-input cells	109	27.89
flip-flops and latches	128	51.52
well taps	184	3.086
repair buffers	73	9.492
==> kinds of logic after synthesis <==
family                 share of synthesized area (%)
DFF                                            63.59
buffers and inverters                          2.153
muxes                                          33.29
and+or+nand+nor                               0.9729
==> through the flow <==
| stage | util [%] | worst slack (ps) | cells | area, sq um | hold slack, ps |
|---|---|---|---|---|---|
| 2_1_floorplan | - | 1621 | 255 | 6045 | 978.9 |
| 3_3_place_gp | 46.86 | 654.8 | 494 | 6863 | 1614 |
| 3_5_place_dp | 46.86 | 665.2 | 494 | 6863 | 1630 |
| 4_1_cts | 50.95 | 651.5 | 525 | 7461 | 1188 |
| 5_1_grt | 50.95 | 609.5 | 525 | 7461 | 1207 |
| 6_report | 50.95 | 675.9 | 525 | 7461 | 1198 |
==> layer usage <==
metal / global-route usage (%) / wire length (um) / vias to the layer above
met5: 0.6192 / 0 / -
met4: 2.726 / 191 / 0
met3: 8.373 / 1264 / 20
met2: 28.09 / 6097 / 157
met1: 23.79 / 4283 / 1497
li1: - / - / 1326
==> worst paths after layout <==
path,cells past startpoint,to,startpoint
worst min-delay path,1,reg_array[5][10],wd[10]
worst max-delay path,5,rd1[9],rs1[2]
Power figures rest on the tool's default switching activity, not on a simulated workload.
