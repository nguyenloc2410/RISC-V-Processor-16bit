===== ./constraint.sdc =====
current_design program_counter

set clk_period 1.0
set clk_io_pct 0.2

create_clock -name clk0 -period $clk_period [get_ports {clk}]

set non_clock_inputs [all_inputs -no_clocks]
set_input_delay [expr $clk_period * $clk_io_pct] -clock clk0 $non_clock_inputs
set_output_delay [expr $clk_period * $clk_io_pct] -clock clk0 [all_outputs]

===== ./design.v =====
`timescale 1ns / 1ps
module program_counter(pc_next,clk,pc_current);
input [15:0] pc_next;
input clk;
output reg [15:0] pc_current;
initial begin
  pc_current <= 16'd0;
 end
always @(posedge clk)begin
	pc_current <= pc_next;
end
endmodule

===== ./run.sh =====
#!/bin/bash
# OpenROAD 26Q1-2900-gdf79404cd8, Yosys 0.63+post, stock flow scripts
make -C /OpenROAD-flow-scripts/flow DESIGN_CONFIG=/design/flow/config.mk WORK_HOME=/design/flow/orfs finish

===== ./config.mk =====
export PLATFORM = sky130hd
export DESIGN_NAME = program_counter
export DESIGN_NICKNAME = program_counter
export VERILOG_FILES = /design/flow/design.v
export SDC_FILE = /design/flow/constraint.sdc
export NUM_CORES = 4
export LEC_CHECK = 1
export CORE_AREA = 10 10 70 70
export DIE_AREA = 0 0 80 80

==> results.toml <==
# yosys + openroad results
[clocking]
cts-htree-levels = 1
cts-root-to-sink-buffers = 2
cts.root.buffer_cell = "sky130_fd_sc_hd__clkbuf_4"
cts.clk_slew.worst_paths_ns = 0.09
post-cts-setup-buffers = 0
tritoncts = "done"
numClockSinks = 16
cts_buffer_count = 3

[sta]
finalSetupViolations = 0
hold_violations = 0
post-route-period-util_pct = 96.6
hold_ws_ns = 0.348
drv_slew = 0
timing.max_slew.rel_slack_pct = 93.9
tns_ns = 0
fin_crit_ns = 0.966
worstMarginPinSlew_ns = 0.0919
highest_achievable_clock_rate_ghz = 1.04

[power]
power_density_mw_per_mm2 = 1760
peakVddDrop_v = 0.000386
static-leakage-power_nw = 0.286

[grt]
grt_max_degree = 10
grt_pass1_wl_microns = 1590
antenna_found_initial = 0
globalRoute.totalOverflow = 0
vias_in_the_first_global_route = 293
grtUsageTotal_pct = 3.18

[synthesis]
ys_types = 1
ys_seq_share_pct = 100
synth-seq-cells = 16
synthesis.instances = 16
ys_area_sq_um = 320
syn_avg_cell_area_sq_um = 20.0
yosysWarningCount = 1
syn-cell-area_sq_um = 320
cell_count_listed_in_synth_stat_txt = 16

[finish]
n_multi_input_combinational_cell = 0
largest_register_ffs = 16
most-common-layout-cells = "16 x sky130_fd_sc_hd__clkdlybuf4s50_1, 13 x sky130_fd_sc_hd__clkbuf_2, 8 x sky130_fd_sc_hd__dfxtp_1, 8 x sky130_fd_sc_hd__dfxtp_2, 3 x sky130_fd_sc_hd__clkbuf_4"
areaGrowthSynthToFinish_pct = 111
multiInputGateArea_sq_um = 0
top_register = "pc_current"
top_regs = "pc_current (16)"
post_route_cells_drive_above_1_share_pct = 50.0
layout.cells.most_common = "sky130_fd_sc_hd__clkdlybuf4s50_1"

[placement]
gp_congestion = 0.686
buffer_ports.inserted = 32

[detailed_routing]
drc_errors = 0
postRouteAntennaNets = 0
wirelength_microns = 1050
detailedRoute.firstPassIterationCount = 1
via_per_inst = 2.54
wl_per_cell_microns = 10.7
antenna-diode-count = 0
via_count = 249
first_iter_violations = 0

[floorplanning]
num_rows = 21
chipArea_sq_mm = 0.00640
io_pins = 33
die_w_microns = 80
dieHeight_microns = 80
design.core.area_sq_mm = 0.00342
fp-utilization_pct = 9.38

[worst_hold_path]
min-delay-path-class = "input pin to register"

[worst_setup_path]
critical_path.startpoint_type = "register"
required_ns = 0.80
endpoint_kind = "output pin"
path_buffers = 1
cell_breakdown_of_the_critical_path = "clkdlybuf4s15_1"
timing.critical_path.fanout_max = 1
cpLargestDelayFamily = "flip-flops"
setup.worst_path.class = "register to output pin"
timing.critical_path.arrival_ns = 0.77
slowest_delay_ns = 0.33
cp_slowest_cell = "sky130_fd_sc_hd__dfxtp_2"

[status]
status = "complete, no violations"

[run]
maxCapViolCount = 0
log.warning_count = 25
-- layer usage --
layer	GRT usage, %	part of all wire, %	vias up
met5	0	0	-
li1	-	-	122
met1	3.41	37	113
met4	0.880	1.9	0
met2	5.38	54	10
met3	1.59	7.1	4
-- worst paths after layout --
| check | from | to | slack, ns | cells past startpoint |
|---|---|---|---|---|
| hold / removal | pc_next[3] | pc_current[3] | 0.35 | 1 |
| setup / recovery | pc_current[7] | pc_current[7] | 0.03 | 1 |
-- stage by stage --
| step | setup WS (ns) | cell area, sq um | cells | util, % | power (mW) |
|---|---|---|---|---|---|
| 2_1_floorplan | 0.538 | 320 | 16 | - | 0.685 |
| 3_3_place_gp | 0.0290 | 698 | 94 | 20.4 | 0.815 |
| 3_5_place_dp | 0.0267 | 698 | 94 | 20.4 | 0.818 |
| 4_1_cts | 0.00503 | 732 | 98 | 21.4 | 1.23 |
| 5_1_grt | -0.000985 | 674 | 98 | 19.7 | 1.25 |
| 6_report | 0.0339 | 674 | 98 | 19.7 | 1.19 |
-- Yosys cell counts --
cell / instances / area, sq um
sky130_fd_sc_hd__dfxtp_1: 16 / 320
-- report_power, final --
part | total (mW) | internal (mW) | leakage [nW] | switching (mW)
clock | 0.416 | 0.221 | 0.0210 | 0.195
combinational | 0.0897 | 0.0765 | 0.130 | 0.0132
sequential | 0.682 | 0.674 | 0.135 | 0.00805
-- cells by family (layout without fill, tap and decap cells) --
family,count (synthesis),count (layout),share of synthesized area (%)
buf+inv,0,36,0
flops,16,16,100
-- repair_timing --
| action | 4_1_cts | 5_1_grt |
|---|---|---|
| hold buffers | 0 | 0 |
| endpoints found under the setup margin | 16 | 14 |
| endpoints found under the hold margin | 0 | 0 |
| gates resized | 35 | 19 |
-- final cells by class --
type / count / area, sq um
tap: 46 / 57.6
sequential: 16 / 330
timing repair buffer: 32 / 250
clock buffer: 4 / 36.3
fill: 385 / 2740
Power is estimated from default activity; no workload was simulated.
