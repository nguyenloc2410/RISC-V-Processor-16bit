**/design/flow/config.mk**
```make
export PLATFORM = sky130hd
export DESIGN_NAME = alu
export DESIGN_NICKNAME = alu
export VERILOG_FILES = /design/flow/design.v
export SDC_FILE = /design/flow/constraint.sdc
export NUM_CORES = 4
export LEC_CHECK = 1
export CORE_UTILIZATION = 30
```
**/design/flow/constraint.sdc**
```tcl
current_design alu

set clk_period 12.9
set clk_io_pct 0.2

create_clock -name clk0 -period $clk_period

set non_clock_inputs [all_inputs -no_clocks]
set_input_delay [expr $clk_period * $clk_io_pct] -clock clk0 $non_clock_inputs
set_output_delay [expr $clk_period * $clk_io_pct] -clock clk0 [all_outputs]
```
**/design/flow/design.v**
```verilog
`timescale 1ns / 1ps
module alu(rd1,rd2,alu_control,zero,res);
input [15:0] rd1,rd2;
input [2:0] alu_control;
output zero;
output reg [15:0] res;
always @(*)
begin
	case(alu_control)
		3'b000 : res <= rd1 + rd2;
		3'b001 : res <= rd1 - rd2;
		3'b010 : res <= ~rd1 ;
		3'b011 : res <= rd1 << rd2;
		3'b100 : res <= rd1 >> rd2;
		3'b101 : res <= rd1 & rd2;
		3'b110 : res <= rd1 | rd2;
		3'b111 : 
		begin
			if(rd1 < rd2) res <= 16'd1;
			else res <= 16'd0;
		end
		default : 	res = rd1 + rd2;
	endcase
end
assign zero = (res == 16'd0) ? 1'b1: 1'b0;
endmodule
```
**/design/flow/run.sh**
```bash
#!/bin/bash
# OpenROAD 26Q1-2900-gdf79404cd8, Yosys 0.63+post, stock flow scripts
make -C /OpenROAD-flow-scripts/flow DESIGN_CONFIG=/design/flow/config.mk WORK_HOME=/design/flow/orfs finish
```
==> flow_metrics.tcl <==
# place-and-route summary
set metrics [dict create \
    busiest_layer "met2" \
    antenna_cells 0 \
    warning_count 64 \
    maxCapViolations 0 \
    seq_area_um2 0 \
    power.total_mw 0.1916 \
    antenna_found_initial 0 \
    yosys.cell_types.count 79 \
    dp_cells 755 \
    cp_cell_sequence "buf_2 -> buf_4 -> inv_1 -> ha_1 -> o21bai_1 -> nor4b_1 -> or3_1 -> o211ai_1 -> a31o_1 -> a211o_1 -> nor4_2 -> nand3_1 -> nor4_2 -> clkdlybuf4s50_1" \
    ys_cells 554 \
    worstMarginPinSlew_ps 1086 \
    min_period_over_period_pct 71.24 \
    critPathArrivalTime_ps 6610 \
    grt_pass1_wl_um 24600 \
    slowest_delay_ps 620 \
    firstDrtPassIters 7 \
    drt_iter0_drc 500 \
    setup_viol 0 \
    slew_headroom_pct 25.76 \
    wirelength_um 15580 \
    finalSetupTns_ps 0 \
    num_vias 4571 \
    fp.dieW_um 118.8 \
    ys_seq_share_pct 0 \
    cts_resized 0 \
    synthCells 554 \
    fillCellCount 1398 \
    hold_path_class "input port to primary output" \
    post_cts_buffers 0 \
    nClkBuffers 0 \
    critPathKind "input port to primary output" \
    die_h_um 118.8 \
    avgSynthCellArea_um2 7.385 \
    num_io_pins 52 \
    grtUsageMet3_pct 3.691 \
    overflow 0 \
    status "complete, no violations" \
    final_util_pct 35.17 \
    cp_num_buf_inv 4 \
    fp_util_pct 30.77 \
    portBuffers 52 \
    leakagePower_nw 1.915 \
    cts_hold_buf 0 \
    worst_setup_path_start_kind "input port" \
    drive_gt1_share_pct 7.081 \
    drc 0 \
    vias_per_cell 6.054 \
    grt_pass1_vias 4233 \
    fin_crit_ps 9190 \
    cp_common_cell "nor4_2" \
    grt_max_degree 38 \
    yosys_warnings 1 \
    slew_viol_final 0 \
    core-area_um2 13300 \
    dieArea_um2 14110 \
    critPathRequiredTime_ps 10320 \
    rsz0062_at_grt "false" \
    critPathTopFamily "simple AND/OR/NAND/NOR gates" \
    p_per_area_nw_per_um2 40.97 \
    wl_per_cell_um 20.63 \
    use_met2_pct 35.12 \
    yosysChipArea_um2 4091 \
    place_congestion 1.040 \
    drtAntennaViolNets 0 \
    synthToLayoutAreaGrowth_pct 14.28 \
    nFlopsAndLatches 0 \
    crit_fanout 36 \
    end_kind "primary output" \
    max_freq_mhz 108.8 \
    hpwl_um 12570 \
    grt_util_all_layers_pct 22.47 \
    finalNonFillerCells 755 \
    fp-row-count 42 \
    critical-path-slowest-cell "nor4b_1" \
    whs_ps 6544 \
    gr-usage-met1_pct 32.84 \
    ir_drop_mv 0.02505 \
    finalHoldViolCount 0 \
    syn_area_um2 4091 \
]
-- metrics by stage --
stage                     setup WS (ps)  cell area, µm²
after floorplan                    5140            4091
after detailed placement           3743            4676
after CTS                          3719            4676
after global routing               3365            4676
final                              3710            4676
after global placement             3787            4676
-- power by group --
part | switching [mW] | leakage, nW | internal [mW]
sequential | 0 | 0 | 0
combinational | 0.107 | 1.92 | 0.0843
clock | 0 | 0 | 0
-- path summary, 6_finish.rpt --
path / cells after the start / to / from / slack [ps]
worst min-delay path: 7 / res[0] / rd2[15] / 6540
worst max-delay path: 14 / zero / rd2[1] / 3710
-- cell usage in the layout, fill, tap and decap left out, drive strengths merged, types with 4 or more instances in the layout --
master         count
buf               11
nor3              17
nand2b             6
a31o               4
clkdlybuf4s50     51
o22ai              4
a221o              4
nand3b             5
a211o              5
nand2             40
o21ai             28
xnor2              8
o21a               7
o211ai             7
or2                4
o22a               6
a21oi             28
nand3             15
a22oi              8
ha                48
a221oi             5
or4                5
o21bai             4
nor2              40
o221ai             6
nor2b             11
a41oi              5
inv               48
nor4              13
a211oi             5
a222oi             4
nor3b              6
mux4              10
nor4b              4
or3                8
mux2i             49
-- kinds of logic (layout without fill, tap and decap cells) --
| logic type | after synthesis | count (layout) | synth area share, % |
|---|---|---|---|
| simple gates | 186 | 186 | 24.19 |
| compound gates | 161 | 161 | 28.65 |
| buf+inv | 85 | 110 | 9.939 |
| mux | 62 | 62 | 19.42 |
| fa+ha+maj | 50 | 50 | 15.66 |
| xor+xnor | 10 | 10 | 2.141 |
-- routing by layer --
metal  part of all wire (%)  vias to the layer above
li1                       -                     2158
met1                     45                     2170
met2                     44                      218
met3                    8.4                       25
met4                    1.9                        0
met5                      0                        -
-- synth_stat cells (6+ instances only) --
library cell  instances  share of area [%]
xnor2_1               8                1.7
nor2_1               40                3.7
o22a_1                6                1.3
o21ai_0              26                3.2
clkbuf_1             14                1.3
mux4_2                9                5.0
nand3_1              15                1.8
ha_1                 48                 15
nand2b_1              6               0.92
a21oi_1              28                3.4
o21a_1                6                1.1
nor2b_1              11                1.7
o221ai_1              6                1.3
buf_2                12                1.5
mux2i_1              45                 11
nand2_1              40                3.7
nor4_1               11                1.7
nor3_1               17                2.1
a22oi_1               8                1.5
o211ai_1              7                1.3
inv_1                48                4.4
or3_1                 8                1.2
-- layout make-up --
| cell class | instances | area [µm²] | area share (%) |
|---|---|---|---|
| Multi-Input combinational cell | 469 | 3685 | 78.81 |
| Timing Repair Buffer | 62 | 590.6 | 12.63 |
| Tap cell | 176 | 220.2 | 4.710 |
| Inverter | 48 | 180.2 | 3.853 |
Power figures rest on the tool's default switching activity, not on a simulated workload.
